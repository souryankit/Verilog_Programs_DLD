### flow/design.v
module Counter_fsm (
    input rst,
    input clk,
    input en,
    output reg [3:0] count
    );
    parameter [2:0]
        RESET = 0,
        IDLE = 1,
        UP = 2,
        DOWN = 3;
    integer max = 15;
    reg [1:0] state, next_state;
    reg clk_div;
    reg [27:0] clk_counter;
    parameter div = 28'd100000000 ;
    always @(posedge clk) begin
        clk_counter <= clk_counter + 28'd1;
        if (clk_counter >= (div - 1)) begin
            clk_counter <= 28'd0;
            clk_div <= (clk_counter < div/2) ? 1'b1 : 1'b0;
        end  
    end
    always @(posedge clk) begin
        if (rst) 
            state <= RESET;
        else 
            state <= next_state;   
    end
    always @(negedge clk_div) begin
        if (state == RESET)begin
        count <= 0;
        next_state <= UP;    
    end
    else if (en) begin
        case (state)
            UP:
               if (count == max) begin
                   next_state <= DOWN;
                   count <= count - 1'b1;
               end else begin
                   count <= count + 1'b1;
               end
            DOWN:
                if (count == 0) begin
                    next_state <= UP;
                    count <= count + 1'b1;
                end else begin
                    count <= count - 1'b1;
                end
            IDLE:
                next_state <= UP;
        endcase
    end else begin
        next_state <= IDLE;
    end 
    end
endmodule
### flow/run.sh
#!/bin/bash
# OpenROAD 26Q1-2900-gdf79404cd8, Yosys 0.63+post, stock flow scripts
make -C /OpenROAD-flow-scripts/flow DESIGN_CONFIG=/design/flow/config.mk WORK_HOME=/design/flow/orfs finish
### flow/config.mk
export PLATFORM = sky130hd
export DESIGN_NAME = Counter_fsm
export DESIGN_NICKNAME = Counter_fsm
export VERILOG_FILES = /design/flow/design.v
export SDC_FILE = /design/flow/constraint.sdc
export NUM_CORES = 4
export LEC_CHECK = 1
export CORE_UTILIZATION = 40
### flow/constraint.sdc
current_design Counter_fsm

set clk_period 4.8
set clk_io_pct 0.2

create_clock -name clk0 -period $clk_period [get_ports {clk}]

set non_clock_inputs [all_inputs -no_clocks]
set_input_delay [expr $clk_period * $clk_io_pct] -clock clk0 $non_clock_inputs
set_output_delay [expr $clk_period * $clk_io_pct] -clock clk0 [all_outputs]
==> results.cfg <==
; yosys + openroad results
[run_status]
outcome = finished clean

[drt]
drt_iter0_drc = 51
antenna_cells = 0
routedWlPerCell_um = 12.83
viasPerCell = 5.432
dr.pass1.iters = 4
drc = 0
final_antenna_net_count = 0
routed_wl_um = 3747
vias = 1586

[yosys]
ys.flop_type = dfxtp_1
ys_warn_count = 1
edf_count = 1
ys_cells = 225
synth_cell_types = 51
async_flop_share = 0
ys_seq_elements = 37
syn-mean-instance-area_um2 = 8.914
ys_chip_area_um2 = 2006
synth_area_um2 = 2006
syn_inst = 225
synth-seq-area-share = 0.3743

[cells_and_area]
layout_top_cells = dfxtp_1, nand2_1, nor3_1
drive_gt1_frac = 0.09778
fin_area_um2 = 2156
fin_util = 0.4505
syn_to_final_growth_pct = 7.486
final_cells = 292
layout_top_cell = dfxtp_1

[global_routing]
grt_pass1_wl_um = 6513
grt_use_met1 = 0.2495
gr-total-overflow = 0
grt_max_degree = 21
first_global_vias = 1355
use_met2 = 0.2440
grtUsageTotal = 0.1595
use_met3 = 0.03081
grt-busiest-layer = met1
antenna_found_initial = 0

[worst_hold_path]
min-delay-start = clk_counter[26]
hold_end = clk_counter[26]
hold-path-cell-count = 2
min_path_type = register to register

[floorplan]
dieArea_um2 = 5301
placementRows = 25
fp_util = 0.4191
io-pin-count = 7
coreArea_um2 = 4786
die_y_um = 72.81
die_w_um = 72.81

[sta]
hold_viol = 0
final.setup.tns_ns = 0
rsz0062_at_grt = false
fmaxAchievable_mhz = 466.1
maxSlewViolCount = 0
slew_headroom = 0.6625
final.min_clock_period_ns = 2.145
clock-skew-final_ns = 0.008102
unclocked_regs = 6
setup_viol = 0
untimed_endpoints = 10
finalClockPeriodUsage = 0.4469
worst_slew_pin_slew_ns = 0.5048

[run]
warnings = 26
maxCapViolations = 0

[clock_tree]
cts_buffer_depth = 2
ctsResizeCount = 0
cts_buffers = 5
htree_levels = 2
holdBufCountCts = 0
clk_latency_ns = 0.28
cts_root_buf = clkbuf_8
cts_tree = done
clkTransAtPathRegs_ns = 0.06
post-cts-setup-buffers = 0

[critical_path]
r2r_end = clk_counter[22]
worstPathMaxFanout = 14
crit_required_ns = 4.99
cp_cell_sequence = and4_2 -> nand4_1 -> or4_1 -> a211oi_1
worstRegToRegCells = 4
criticalPathCategory = register to register
cp-start-kind = register
rrSetupSlack_ns = 2.65
max_stage_delay_ns = 0.62
worstPathArrival_ns = 2.34
startpoint = clk_counter[2]
critPathCaptureType = register
rr_startpoint = clk_counter[2]
cp_slowest_cell = or4_1

[power]
p_leak_nw = 0.6924
ir_worst_vdd_uv = 159.1
finalPower_mw = 0.5177
powerDensity_nw_per_um2 = 240.1

[placed_design]
portBuffers = 6
gp_routability_congestion = 0.8104
post_dp_cell_area_um2 = 2056
dp_hpwl_um = 2498
dp_cells = 284
==> report_power, final <==
part | internal, mW | switching [mW]
registers | 0.266 | 0.00586
logic | 0.00892 | 0.0115
clock network | 0.131 | 0.0950
total | 0.405 | 0.112
==> state kept, by name (all words and copies together) (netlist names) <==
register / cells
clk_counter: 28
count: 4
clk_div: 1
state: 2
next_state: 2
==> cells by family after synthesis <==
logic type / synth area share
other cells: 0.001870
fa+ha+maj: 0.01872
buf+inv: 0.06737
flops: 0.3743
compound gates: 0.1828
mux: 0.02059
simple gates: 0.2776
xor+xnor: 0.05677
==> per-stage QoR <==
step,hold WS [ns],worst slack (ns)
floorplan,0.4556,2.916
global placement,0.4803,2.690
detailed placement,0.4789,2.696
CTS,0.4996,2.657
global route,0.5281,2.409
finish,0.5047,2.655
==> synth_stat cells (2+ instances only) <==
master,n,share of area
a211oi_1,12,0.045
a211oi_2,4,0.025
a21oi_1,4,0.010
and3_1,5,0.016
and4_2,2,0.010
buf_2,2,0.0050
buf_6,2,0.011
clkbuf_1,8,0.015
clkbuf_8,3,0.021
dfxtp_1,36,0.36
ha_1,3,0.019
inv_1,7,0.013
mux2i_1,3,0.015
nand2_1,18,0.034
nand2b_1,2,0.0062
nand3_1,9,0.022
nand4_1,8,0.025
nor2_1,7,0.013
nor2b_1,4,0.012
nor3_1,15,0.037
nor4_1,2,0.0062
o21ai_0,11,0.027
o31ai_1,7,0.026
or3_1,6,0.019
or4_1,8,0.030
xnor2_1,4,0.017
xor2_1,9,0.039
==> worst max-delay path: cells and delay by family (launching register included) <==
family	cells	cell delay, ns
flops	1	0.44
compound gates	1	0.24
simple gates	3	1.38
==> metal layers <==
metal,routed length (um),share of wire
met5,0,0
met3,99,0.026
met1,2044,0.55
met4,50,0.013
met2,1553,0.41
==> final cells by class <==
cell class,instances,area (um^2)
clock buffer,8,100.1
fill,456,2630
inverter,7,26.28
multi-input combinational,165,1120
sequential,37,750.7
tap,67,83.83
timing repair buffer,8,75.07
==> how the worst max path moves through the flow <==
stage / end / slack [ns]
CTS: clk_counter[22] / 2.66
finish: clk_counter[22] / 2.65
global route: clk_counter[22] / 2.41
